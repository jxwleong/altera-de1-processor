### flow/constraint.sdc
current_design CombinedCUnDP

set clk_period 5.0
set clk_io_pct 0.2

create_clock -name clk0 -period $clk_period [get_ports {clock}]

set non_clock_inputs [all_inputs -no_clocks]
set_input_delay [expr $clk_period * $clk_io_pct] -clock clk0 $non_clock_inputs
set_output_delay [expr $clk_period * $clk_io_pct] -clock clk0 [all_outputs]
### flow/run.sh
#!/bin/bash
# OpenROAD 26Q1-2900-gdf79404cd8, Yosys 0.63+post, stock flow scripts
make -C /OpenROAD-flow-scripts/flow DESIGN_CONFIG=/design/flow/config.mk WORK_HOME=/design/flow/orfs finish
### flow/design.v
module CU(
	output reg IRload, JMPmux, PCload, Meminst, MemWr, Aload, Sub, Halt,
	output reg [1:0] Asel,
	input clock, reset, Enter, Aeq0, Apos,
	input [2:0] IR
);
reg [3:0] state, nextState;
parameter start = 4'b0000, fetch = 4'b0001, decode = 4'b0010, 
		  load = 4'b1000, store = 4'b1001, add = 4'b1010, sub = 4'b1011,
		  Input = 4'b1100, jz = 4'b1101, jpos = 4'b1110, halt = 4'b1111;
always @(posedge clock, negedge reset)
begin
	if(~reset)
	state <= start;	 
	else
	state <= nextState;	 
end
always @(state, Enter, IR)
	case (state)
	start	: begin
			  {IRload, JMPmux, PCload, Meminst, MemWr, Aload, Sub} = 7'b0000000;			  
			  Asel[1:0] = 2'b00;
			  Halt = 1'b0;
			  nextState = fetch;
			  end
	fetch	: begin
			  {IRload, JMPmux, PCload, Meminst, MemWr, Aload, Sub} = 7'b1010000;
			  Asel[1:0] = 2'b00;
			  Halt = 1'b0;	
			  nextState = decode;
			  end
	decode	:begin
			{IRload, JMPmux, PCload, Meminst, MemWr, Aload, Sub} = 7'b00001000; 
			Asel[1:0] = 2'b00;
			Halt = 1'b0;
				case (IR)
					3'b000 :	nextState = load;	
					3'b001 :	nextState = store;	
					3'b010 :	nextState = add;				
					3'b011 :	nextState = sub;		
					3'b100 :	nextState = Input;								
					3'b101 :	nextState = jz;					
					3'b110 :	nextState = jpos;
					3'b111 :	nextState = halt;			
					default :	nextState = decode;							
				endcase
			end
	load	: begin
			  Halt = 1'b0;
			  Asel[1:0] = 2'b10;
			  {IRload, JMPmux, PCload, Meminst, MemWr, Aload, Sub} = 7'b0000010;
			  nextState = start;
			  end		
	store	: begin
			  Halt = 1'b0;
			  Asel[1:0] = 2'b00;
			  {IRload, JMPmux, PCload, Meminst, MemWr, Aload, Sub} = 7'b0001100;
			  nextState = start;
			  end	
	add		: begin
			  Halt = 1'b0;
			  Asel[1:0] = 2'b00;
			  {IRload, JMPmux, PCload, Meminst, MemWr, Aload, Sub} = 7'b0000010;
			  nextState = start;
			  end	
	sub		: begin
			  Halt = 1'b0;
			  Asel[1:0] = 2'b00;
			  {IRload, JMPmux, PCload, Meminst, MemWr, Aload, Sub} = 7'b0000011;
			  nextState = start;
			  end	
	Input	: begin
			  Halt = 1'b0;
			  Asel[1:0] = 2'b01;
			  {IRload, JMPmux, PCload, Meminst, MemWr, Aload, Sub} = 7'b0000010;
			  if(~Enter)
				nextState = Input;
			  else
				nextState = start;
			  end
	jz		: begin
			  Halt = 1'b0;
			  Asel[1:0] = 2'b00;
			  {IRload, JMPmux, Meminst, MemWr, Aload, Sub} = 6'b010000;
			  PCload = Aeq0;
			  nextState = start;
			  end	
	jpos	: begin
			  Halt = 1'b0;
			  Asel[1:0] = 2'b00;
			  {IRload, JMPmux, Meminst, MemWr, Aload, Sub} = 6'b010000;
			  PCload = Apos;
			  nextState = start;
			  end	
	halt	: begin
			  Halt = 1'b1;
			  Asel[1:0] = 2'b00;
			  {IRload, JMPmux, PCload, Meminst, MemWr, Aload, Sub} = 7'b0000000;
			  nextState = halt;
			  end		  
	endcase
endmodule
module CombinedCUnDP(input [7:0]dataIn, input clock, input reset, input enter, output [7:0]dataOut, output Halt, output wire [2:0]IR);
wire IRload, JMPmux, PCload, Meminst, MemWr, Aload, Sub, Aeq0, Apos;
wire [1:0] Asel;
CU controlUnit(IRload, JMPmux, PCload, Meminst, MemWr, Aload, Sub, Halt, Asel,
		  clock, reset, enter, Aeq0, Apos,
		  IR
		  );
DP dataPath(IRload, JMPmux, PCload, Meminst, MemWr, Aload, reset, clock , Sub, 
		  Asel, dataIn, dataOut ,IR, Aeq0, Apos);
endmodule
module DFF_reg	#(parameter size = 1)(Q, load, clear, clock, D);
	output reg [size -1 :0]Q;
	input clock, load, clear;
	input [size -1 :0]D;
always @ (posedge clock, negedge clear)
	 if(~clear)
		Q <= 0;
	 else if(load)	
		Q <= D;
	 else
		Q <= Q;
endmodule
module DP(
	input IRload, JMPmux, PCload, Meminst, MemWr, Aload, Reset, Clock , Sub, 
	input [1:0] Asel, 
	input [7:0] INPUT,
	output [7:0] OUTPUT,
	output [2:0] IR, 
	output Aeq0, Apos
);
	wire [7:0] qIR, qA;
	wire [4:0] qPC;
	wire [7:0] qRAM;
	wire [7:0] dIR, dA, dRAM;
	wire [4:0] dPC; 
	wire [1:0] wireNOR;
	wire [4:0] wireJMP;
	wire [7:0] wireAddSubRslt;
	wire [7:0] wireMux4to1;
	wire [1:0] wireAsel;
	wire [4:0] address;
	wire [8:0] resultAddSub;
	wire [4:0] increment5bits;
	wire [7:0] Z;
	assign Z = 8'bzzzzzzzz;
	assign  increment5bits = qPC[4:0] + 5'b00001;
	assign  wireAddSubRslt = resultAddSub;
	assign  IR[2:0] = qIR[7:5];
	assign  wireAsel = Asel;
	assign  OUTPUT = qA;
	or (wireNOR[0], qA[0], qA[1], qA[2], qA[3]);
	or (wireNOR[1], qA[4], qA[5], qA[6], qA[7]);
	nor (Aeq0, wireNOR[0], wireNOR[1]);
	not	(Apos, qA[7]);
	mux2to1	#(5)		muxJMP     (JMPmux, qIR[4:0], increment5bits, dPC);
	mux2to1	#(5)		muxMeminst (Meminst, qIR[4:0], qPC, address);
	mux4to1	#(8)		mux1    (Asel[0], Asel[1], wireAddSubRslt, INPUT, qRAM, Z, wireMux4to1);
	DFF_reg #(8)		IRreg   (qIR, IRload, Reset, Clock, qRAM);
	DFF_reg #(5)		PCreg   (qPC, PCload, Reset, Clock, dPC);
	DFF_reg #(8)		Areg    (qA , Aload , Reset, Clock, wireMux4to1);
	RAM		#(32, 8)	RAM32x8 (qA, address, MemWr, Clock, qRAM);
	addSubstractor 		addSub1 (Sub, qA, qRAM, resultAddSub);
endmodule 
module RAM #(parameter RAM_LOCATIONS = 32, 	parameter RAM_BITS = 8)(input [RAM_BITS - 1:0] DATA_IN, input [4:0] ADDR, input WRITE, clk, output reg[RAM_BITS - 1:0] DATA_OUT);
	reg [RAM_BITS - 1: 0] RAM [RAM_LOCATIONS - 1:0];
	initial begin
		RAM[0]  = 8'b10000000;	 
		RAM[1]  = 8'b00111110;	 
		RAM[2]  = 8'b10000000;	 
		RAM[3]  = 8'b00111111;   
		RAM[4]  = 8'b00011110;	 
		RAM[5]  = 8'b01111111;	 
		RAM[6]  = 8'b10110000;   
		RAM[7]  = 8'b11001100;   
		RAM[8]  = 8'b00011111;   
		RAM[9]  = 8'b01111110;	 
		RAM[10] = 8'b00111111;   
		RAM[11] = 8'b11000100;	 
		RAM[12] = 8'b00011110;   
		RAM[13] = 8'b01111111;	 
		RAM[14] = 8'b00111110;   
		RAM[15] = 8'b11000100;	 
		RAM[16] = 8'b00011110;	 
		RAM[17] = 8'b11111111;   
		RAM[30] = 8'b00000000;
		RAM[31] = 8'b00000000;
	end	
	always@(posedge clk)
	    if(WRITE)
			RAM[ADDR] <= DATA_IN;
		else
			DATA_OUT <= RAM[ADDR];
endmodule			
module addSubstractor(sub,A, B, out);
	input sub;
	input [7:0] A, B;
	output reg [8:0] out;
	always @(sub or A or B)
	begin
		if(sub)
			out = A - B;
		else
			out = A + B;
	end
endmodule	
module	mux2to1 #(parameter size = 2)(input S0, input[size - 1 :0] i1, i0, output [size - 1 :0] out);
	assign out = (S0 == 0)? i0 :i1 ;	
endmodule		
module mux4to1 #(parameter size = 4)(input S0, S1, input [size - 1 : 0] i0, i1, i2, i3, output [size - 1 : 0] out);
assign out = (({S1, S0} == 2'b00) ? i0 :
			  ({S1, S0} == 2'b01) ? i1 :
			  ({S1, S0} == 2'b10) ? i2 :
			  i3);
endmodule
### flow/config.mk
export PLATFORM = sky130hd
export DESIGN_NAME = CombinedCUnDP
export DESIGN_NICKNAME = CombinedCUnDP
export VERILOG_FILES = /design/flow/design.v
export SDC_FILE = /design/flow/constraint.sdc
export NUM_CORES = 4
export LEC_CHECK = 1
export CORE_UTILIZATION = 30
==> results.toml <==
# physical design summary
[sta]
final_max_slew_viol_count = 0
finalClockPeriodUsage = 0.6701
clock_skew_ns = 0.02078
setup_violations = 0
fmax_mhz = 298.5
tightest_slew_ns = 0.9649
unclocked_regs = 14
rsz0062_at_grt = "false"
max-slew-margin-rel = 0.3567
setup_ws_ns = 1.650
min_period_ns = 3.350
untimed_endpoints = 27
finalHoldViolCount = 0
tns_ns = 0

[min_path]
holdCritPathClass = "reg2reg"
hp-start = "dataPath.IRreg.Q[6]$_DFFE_PN0P_"
whs_path_depth = 1
whs_endpoint = "dataPath.IRreg.Q[6]$_DFFE_PN0P_"

[floorplan]
std_cell_rows = 73
floorplan.core_util = 0.3066
ios = 23
die_h_um = 204.4
dieArea_um2 = 41790
die_width_um = 204.4
core-area_um2 = 40100

[global_routing]
grt_max_degree = 37
grt-ovfl-total = 0
antenna_found_initial = 0
grt_pass1_vias = 7145
grt_pass1_wl_mm = 43.14
gr-usage-all-layers = 0.1480

[cells_and_area]
finalInstanceArea_um2 = 13940
drive_gt1_frac = 0.1347
syn2layout_area_growth_pct = 13.36

[synth]
ys_types = 54
syn_inst = 744
postSynthAreaPerCell_um2 = 16.52
yosys_cells = 744
ys_warn_count = 6
topCellsByArea = "edfxtp_1 64%, mux4_2 6.4%, dfrtp_1 5.1%"
ys.flops = 303
synthTopCellsByCount = "264 x edfxtp_1, 55 x nor2_1, 35 x mux4_2, 27 x a21oi_1, 26 x o21ai_0"
edf_count = 264
synth_top_area_share = 0.6449
synthArstFlopShare = 0.08251
ys_area_um2 = 12290
yosysMostFrequentCell = "edfxtp_1"
top_area_cell = "edfxtp_1"
ff_type = "edfxtp_1"
synth_area_um2 = 12290

[cts]
cts_hold_buf = 0
cts_max_path_buffers = 3
cts_tree = "yes"
h-tree-depth = 1
clk_latency_ns = 0.56
path_clk_slew_ns = 0.07
cts_made_buffers = 28
cts-root-buf = "clkbuf_16"
post_cts_buffers = 0
post_cts_resize_count = 0

[detailed_routing]
drc_errors = 0
vias = 6727
drt-total-wl_mm = 28.07
via_per_inst = 5.127
drt_pass1_iterations = 5
antenna_cells = 0
wl_per_cell_um = 21.39
postRouteAntennaNets = 0
drtIter0Drc = 416

[critical_path]
start_kind = "flip-flop"
cp.arrival_ns = 3.65
crit_type = "reg2reg"
rrSetupSlack_ns = 1.65
r2r-start = "dataPath.PCreg.Q[1]$_DFFE_PN0P_"
worstPathRequired_ns = 5.30
rr_endpoint = "dataPath.RAM32x8.DATA_OUT[3]$_DFFE_PN_"
end_kind = "flip-flop"
path_max_fanout = 25
reg2reg_depth = 6

[placed_design]
portBuffers = 22
place_ws_ns = 1.600
placed_cell_area_um2 = 13070
gp_congestion = 0.8853
dp_hpwl_mm = 17.79

[power]
power_switching_share = 0.1962
total_leakage_power_nw = 4.592
ir_worst_vdd_uv = 211.4
powerDensity_nw_per_um2 = 330.5
p_seq_frac = 0.565
internal_power_w = 0.003702
switchingPower_w = 0.0009035
clockPowerShare = 0.431
combPwrFrac = 0.004

[run]
warnings = 25
max-cap-violations = 0

[status]
outcome = "complete, no violations"
-- how the worst max path moves through the flow --
| stage | start | end | slack, ns |
|---|---|---|---|
| 4_1_cts | dataPath.PCreg.Q[1]$_DFFE_PN0P_ | dataPath.RAM32x8.DATA_OUT[3]$_DFFE_PN_ | 1.60 |
| 5_1_grt | dataPath.PCreg.Q[1]$_DFFE_PN0P_ | dataPath.RAM32x8.DATA_OUT[3]$_DFFE_PN_ | 1.46 |
| 6_report | dataPath.PCreg.Q[1]$_DFFE_PN0P_ | dataPath.RAM32x8.DATA_OUT[3]$_DFFE_PN_ | 1.65 |
-- worst max-delay path, stage by stage, from the launching register on --
cell and delay [ns]:
dfrtp_1 0.49, mux2_4 0.53, buf_4 0.52, mux4_1 0.62, a22o_1 0.19, a211o_1 0.25
or4_1 0.47
-- placed cells by master (no fill, tap or decap), drive strengths merged, types with 5 or more instances in the layout --
master	count
o22a	5
dlxtn	14
xnor2	9
clkinv	11
nor3	9
nor2	55
mux4	44
a221oi	7
buf	12
dfrtp	25
a21oi	27
clkbuf	35
a22o	22
clkdlybuf4s50	22
mux2	10
a31oi	6
mux2i	19
nand2b	8
nand2	22
a22oi	20
o21ai	26
ha	9
or2	6
edfxtp	264
and3	6
o22ai	13
inv	22
-- stage by stage --
stage / hold slack (ns) / utilization / cells / power (W)
6_report: 0.5408 / 0.3476 / 1312 / 0.004606
5_1_grt: 0.5795 / 0.3476 / 1312 / 0.004744
4_1_cts: 0.5485 / 0.3476 / 1312 / 0.004648
3_5_place_dp: 0.5333 / 0.3261 / 1261 / 0.002670
3_3_place_gp: 0.5251 / 0.3261 / 1261 / 0.002670
2_1_floorplan: 0.5050 / - / 744 / 0.002655
-- routing by layer --
layer,part of all wire,global-route usage,wire (um),vias up
met4,0.026,0.03305,727,2
met1,0.40,0.1936,11270,3346
met5,0.0042,0.02143,119,-
met2,0.46,0.2206,12890,292
li1,-,-,-,3025
met3,0.11,0.08210,3064,62
-- power groups by stage --
| stage | Clock (W) | Sequential, W | Combinational (W) |
|---|---|---|---|
| after global routing | 0.00213 | 0.00260 | 0.0000195 |
| after CTS | 0.00203 | 0.00260 | 0.0000182 |
| final | 0.00199 | 0.00260 | 0.0000174 |
-- cell type report --
cell class                      instances  area (um2)
Tap cell                              525       656.9
Clock buffer                           35       726.9
Sequential cell                       303        8763
Fill cell                            3723       26160
Timing Repair Buffer                   34       310.3
Multi-Input combinational cell        380        3272
Inverter                               19       71.32
Clock inverter                         16       135.1
-- registers in the layout, summed over array words and instances, names as in the netlist, 2 cells and up --
name                       count
controlUnit.nextState          4
dataPath.IRreg.Q               8
controlUnit.Asel               2
controlUnit.state              4
dataPath.RAM32x8.RAM         256
dataPath.Areg.Q                8
dataPath.RAM32x8.DATA_OUT      8
dataPath.PCreg.Q               5
-- logic make-up (layout without fill, tap and decap cells) --
group,count (synthesis),after routing,share of synthesized area
flops,289,289,0.6958
compound gates,151,151,0.08468
simple gates,137,137,0.05496
mux,73,73,0.1083
buf+inv,61,104,0.02198
fa+ha+maj,10,10,0.01079
xor+xnor,9,9,0.006413
latches,14,14,0.01710
Power and IR drop assume default switching activity.
